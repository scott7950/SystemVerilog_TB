==> flow/design.v <==
`timescale 1ns/1ps
module dut(
    clk    ,
    rst_n  ,
    addr   ,
    din    ,
    rw     ,
    dout   ,
    txd    ,
    tx_vld ,
    rxd    ,
    rx_vld   
);
input         clk    ;
input         rst_n  ;
input  [7:0 ] addr  ;
input  [31:0] din   ;
input         rw    ;
output [31:0] dout  ;
input  [7:0 ] rxd    ;
input         rx_vld ;
output [7:0 ] txd    ;
output        tx_vld ;
wire        clk   ;
wire        rst_n ;
wire [7:0 ] addr  ;
wire [31:0] din   ;
wire        rw    ;
reg  [31:0] dout  ;
wire [7:0 ] rxd    ;
wire        rx_vld ;
reg  [7:0 ] txd    ;
reg         tx_vld ;
wire        write ;
wire        read  ;
wire [31:0] config_reg ;
reg         pkt_en;
reg  [31:0] min_pkt_size ;
reg  [31:0] max_pkt_size ;
reg  [7:0 ] mem[0:512];
reg  [9:0 ] mem_wr_ptr;
reg  [9:0 ] mem_rd_ptr;
reg  [9:0 ] need_to_sent_pkt_size;
reg  [9:0 ] sending_pkt_size;
reg  [2:0 ] pkt_recv_status;
reg  [1:0 ] pkt_sent_status;
reg         new_pkt;
reg         one_pkt_sent;
reg  [1:0 ] pkt_no;
assign write = (rw == 1'b0);
assign read  = (rw == 1'b1);
assign config_reg = {31'h0, pkt_en};
always @(posedge clk or negedge rst_n) begin
    if(rst_n == 1'b0) begin
        pkt_en <= 1'b0;
    end
    else begin
        if((addr == 8'h0) && (write == 1'b1)) begin
            pkt_en <= din[0];
        end
    end
end
always @(posedge clk or negedge rst_n) begin
    if(rst_n == 1'b0) begin
        min_pkt_size <= 32'd64;
    end
    else begin
        if((addr == 8'h4) && (write == 1'b1)) begin
            if((din[9:0] >= 64) && (din[9:0] < max_pkt_size[9:0]))
                min_pkt_size[9:0] <= din[9:0];
        end
    end
end
always @(posedge clk or negedge rst_n) begin
    if(rst_n == 1'b0) begin
        max_pkt_size <= 32'd512;
    end
    else begin
        if((addr == 8'h8) && (write == 1'b1)) begin
            if((din[9:0] <= 512) && (din[9:0] > min_pkt_size[9:0]))
                max_pkt_size[9:0] <= din[9:0];
        end
    end
end
always @(*) begin
    case(addr)
        8'h0    : dout = config_reg;
        8'h4    : dout = min_pkt_size;
        8'h8    : dout = max_pkt_size;
        default : dout = 32'h0;
    endcase
end
always @(posedge clk or negedge rst_n) begin
    if(rst_n == 1'b0) begin
        pkt_recv_status <= 'h0;
        pkt_recv_status <= 0;
        mem_wr_ptr <= 8'h0;
        new_pkt    <= 1'b0;
    end
    else begin
        case(pkt_recv_status)
            0: begin
                mem_wr_ptr <= 8'h0;
                if((rx_vld == 1'b1) && (pkt_en == 1'b1)) begin
                    mem_wr_ptr <= mem_wr_ptr + 1;
                    pkt_recv_status <= 1;
                    mem[mem_wr_ptr] <= rxd;
                end
            end
            1: begin
                if(rx_vld == 1'b1) begin
                    mem_wr_ptr <= mem_wr_ptr + 1;
                    pkt_recv_status <= 2;
                    mem[mem_wr_ptr] <= rxd;
                end
                else begin
                    pkt_recv_status <= 4;
                end
            end
            2: begin
                if(rx_vld == 1'b1) begin
                    if(mem_wr_ptr == max_pkt_size) begin
                        pkt_recv_status <= 4;
                    end
                    else begin
                        mem_wr_ptr <= mem_wr_ptr + 1;
                        pkt_recv_status <= 2;
                        mem[mem_wr_ptr] <= rxd;
                    end
                end
                else begin
                    pkt_recv_status <= 3;
                end
            end
            3: begin
                if(mem_wr_ptr >= min_pkt_size) begin
                    new_pkt <= 1'b1;
                    need_to_sent_pkt_size <= mem_wr_ptr;
                end
                pkt_recv_status <= 4;
            end
            4: begin
                new_pkt <= 1'b0;
                if(rx_vld == 1'b0) begin
                    pkt_recv_status <= 0;
                end
            end
            default : begin
            end
        endcase
    end
end
always @(posedge clk or negedge rst_n) begin
    if(rst_n == 1'b0) begin
        pkt_sent_status <= 0;
        pkt_sent_status <= 'h0;
        mem_rd_ptr <= 'h0;
        sending_pkt_size <= 'h0;
        txd <= 'h0;
        tx_vld <= 1'b0;
        one_pkt_sent <= 1'b0;
    end
    else begin
        case(pkt_sent_status)
            0: begin
                if(pkt_no > 0) begin
                    pkt_sent_status <= 1;
                    sending_pkt_size <= need_to_sent_pkt_size;
                    mem_rd_ptr <= 'h0;
                end
            end
            1: begin
                if(mem_rd_ptr < sending_pkt_size) begin
                    mem_rd_ptr <= mem_rd_ptr + 1;
                    txd <= mem[mem_rd_ptr];
                    tx_vld <= 1'b1;
                end
                else begin
                    pkt_sent_status <= 2;
                    txd <= 'h0;
                    tx_vld <= 1'b0;
                end
            end
            2: begin
                pkt_sent_status <= 3;
                one_pkt_sent <= 1'b1;
            end
            3: begin
                pkt_sent_status <= 0;
                one_pkt_sent <= 1'b0;
            end
            default: begin
            end
        endcase
    end
end
always @(posedge clk or negedge rst_n) begin
    if(rst_n == 1'b0) begin
        pkt_no <= 'h0;
    end
    else begin
        if(new_pkt == 1'b1) begin
            pkt_no <= pkt_no + 1;
        end
        else if(one_pkt_sent == 1'b1) begin
            pkt_no <= pkt_no - 1;
        end
    end
end
endmodule
==> flow/run.sh <==
#!/bin/bash
# OpenROAD 26Q1-2900-gdf79404cd8, Yosys 0.63+post, stock flow scripts
make -C /OpenROAD-flow-scripts/flow DESIGN_CONFIG=/design/flow/config.mk WORK_HOME=/design/flow/orfs finish
==> flow/config.mk <==
export PLATFORM = sky130hd
export DESIGN_NAME = dut
export DESIGN_NICKNAME = dut
export VERILOG_FILES = /design/flow/design.v
export SDC_FILE = /design/flow/constraint.sdc
export NUM_CORES = 4
export LEC_CHECK = 1
export CORE_UTILIZATION = 50
==> flow/constraint.sdc <==
current_design dut

set clk_period 10.4
set clk_io_pct 0.2

create_clock -name clk0 -period $clk_period [get_ports {clk}]

set non_clock_inputs [all_inputs -no_clocks]
set_input_delay [expr $clk_period * $clk_io_pct] -clock clk0 $non_clock_inputs
set_output_delay [expr $clk_period * $clk_io_pct] -clock clk0 [all_outputs]
==> results.py <==
# Generated from Yosys and OpenROAD reports
metrics = {
    "global_routing": {
        "grt-ovfl-total": 14000,
        "grt_usage": 0.991,
        "grt_pass1_vias": 171000,
        "grt_max_degree": 104,
        "grt_pass1_wl_microns": 1900000,
    },
    "clock_tree": {
        "numCtsBuffers": 430,
        "cts_hold_buf": 0,
        "cts_sinks": 4187,
        "post-cts-setup-buffer-count": 0,
        "h-tree-depth": 5,
        "clock_path_buffers": 4,
        "cts_resized": 0,
        "root_buffer": "clkbuf_16",
    },
    "synthesis": {
        "syn-instance-count": 9839,
        "yosys_area_sq_um": 161000,
        "edf_count": 4114,
        "syn_avg_cell_area_sq_um": 16.4,
        "synthArstFlopShare": 0.0174,
        "ys_cells": 9839,
        "synth_warnings": 2,
        "synth_area_sq_um": 161000,
        "ys_types": 94,
        "postSynthSeqShare": 0.778,
        "ys.flops": 4187,
        "ff_type": "edfxtp_1",
    },
    "status": {
        "flow.stopped_at": "global routing",
        "outcome": "did not finish",
        "error": "[ERROR GRT-0116] Global routing finished with congestion. Check the congestion regions in the DRC Viewer.",
    },
    "floorplan": {
        "die_h_microns": 570,
        "die_width_microns": 570,
        "num_rows": 208,
        "pin_count": 93,
        "floorplanUtilization": 0.502,
    },
    "place": {
        "place_hpwl_microns": 922000,
        "dpl_worst_slack_ns": 3.50,
        "place_congestion": 1.48,
        "io_buffers": 48,
    },
}
[Yosys cell counts, types with 24 or more instances]
library cell  instances  area, sq um
a2111oi_0            34          298
a21oi_1             150          751
a221o_1              40          400
a221oi_1            134         1170
a222oi_1            103         1030
a22o_1              185         1620
a22oi_1             972         7300
a32o_1               62          621
a32oi_1             386         3380
and3_1               30          188
buf_1               138          518
buf_2               198          991
buf_4                51          383
clkbuf_1            317         1190
dfrtp_1              69         1730
edfxtp_1           4114       124000
ha_1                 46          576
inv_1                44          165
mux2_2               34          383
nand2_1             232          871
nand3_1             256         1280
nand4_1             240         1500
nor2_1              740         2780
nor2b_1              27          169
nor3_1              281         1410
nor4_1              130          813
o211ai_1             24          180
o21ai_0              88          440
o22ai_1             272         1700
or4_1                53          398
[metal layers]
metal,global-route usage,GRT overflow
met2,1.04,5699
met4,0.948,2410
met1,0.986,3055
met5,0.890,282
met3,0.969,2582
[per-stage QoR]
stage / cells / instance area (sq um) / hold slack, ns
floorplan: 9860 / 161000 / 0.355
global placement: 15100 / 178000 / 0.375
detailed placement: 15100 / 178000 / 0.366
CTS: 15900 / 192000 / 0.395
[cells by family after synthesis]
family                     after synthesis  share of synthesized area
and+or+nand+nor                       2146                     0.0664
xor gates and xnor gates                16                   0.000870
adders and majority gates               46                    0.00357
DFF                                   4187                      0.778
AOI/OAI and AO/OA                     2630                      0.126
buffers and inverters                  765                     0.0214
muxes                                   48                    0.00325
other                                    1                  0.0000233
